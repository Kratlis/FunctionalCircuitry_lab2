==> flow/design.v <==
`timescale 1ns / 1ps
module multer(
    input clk_i,
    input rst_i,
    input [7:0] a_bi,
    input [7:0] b_bi,
    input start_i,
    output wire [1:0] busy_o,
    output reg [15:0] y_bo  
    );
    localparam IDLE = 1'b0;
    localparam WORK = 1'b1;
    reg [2:0] ctr;
    wire [2:0] end_step;
    wire [2:0] part_sum;
    wire [15:0] shifted_part_sum;
    reg [7:0] a, b;
    reg [15:0] part_res;
    reg state;
    assign part_sum = a & {8{b[ctr]}};
    assign shifted_part_sum = part_sum << ctr;
    assign end_step = (ctr == 3'h7);
    assign busy_o = state;
    always @(posedge clk_i) begin
        if (rst_i) begin
            ctr <= 0;
            part_res <= 0;
            y_bo <= 0;
            state <= IDLE;
        end else begin
            case (state)
                IDLE:
                    if (start_i) begin
                        state <= WORK;
                        a <= a_bi;
                        b <= b_bi;
                        ctr <= 0;
                        part_res <= 0;
                    end
                WORK:
                    begin
                        if (end_step) begin
                            state <= IDLE;
                            y_bo <= part_res;
                        end
                        part_res <= part_res + shifted_part_sum;
                        ctr <= ctr +1;
                    end
            endcase
        end
    end
endmodule
`timescale 1ns / 1ps
module root(
    input clk_i,
    input rst_i,
    input start_i,
    input [7:0] x_bi,
    output reg [3:0] y_bo,
    output [1:0] busy_o
);
    localparam IDLE = 2'h0;
    localparam FIRST_WORK = 2'h1;
    localparam SECOND_WORK = 2'h2;
    reg [7:0] x;
    reg [7:0] part_result;
    reg [7:0] b;
    reg [6:0] m;
    reg [1:0] state;
    wire end_step; 
    wire x_above_b;
    assign end_step = (m == 0);
    assign x_above_b = (x >= b);
    assign busy_o = state;
    always @(posedge clk_i)
        if (rst_i) begin
            y_bo <= 0;
            b <= 0;
            state <= IDLE;
        end else begin
            case (state)
                IDLE:
                    if (start_i) begin
                        state <= FIRST_WORK;
                        part_result <= 0;
                        x <= x_bi;
                        m <= 7'b1000000;
                    end
                FIRST_WORK:
                    begin
                        if (!end_step) begin
                           b <= part_result | m;
                           part_result <= part_result >> 1;
                           state <= SECOND_WORK; 
                        end else begin
                            y_bo <= part_result[3:0];    
                            state <= IDLE;
                        end     
                    end
                SECOND_WORK:
                    begin
                        if(x_above_b) begin
                            x <= x - b;
                            part_result = part_result | m;
                        end
                        m <= m >> 2;
                        state <= FIRST_WORK;
                    end    
            endcase
        end    
endmodule
`timescale 1ns / 1ps
module y_function(
    input clk_i,
    input rst_i,
    input [7:0] a_bi,
    input [7:0] b_bi,
    input start_i,
    output busy_o,
    output reg [15:0] res 
    );
    localparam IDLE = 1'b0;
    localparam WORK = 1'b1;
    reg [7:0] a;
    reg [7:0] b;
    reg [23:0] part_result;
    reg state;
    reg start_mult;
    reg start_root;
    wire [15:0] mult_result;
    wire [3:0] root_result;
    wire [1:0] mult_busy;
    wire [1:0] root_busy;
    wire done;
    multer mult0(
        .clk_i(clk_i),
        .rst_i(rst_i),
        .a_bi(a),
        .b_bi(a),
        .start_i(start_mult),
        .busy_o(mult_busy),
        .y_bo(mult_result)
    );
    root root0 (
        .clk_i(clk_i),
        .rst_i(rst_i),
        .start_i(start_root),
        .x_bi(b),
        .busy_o(root_busy),
        .y_bo(root_result)
    );
    assign busy_o = state;
    assign done = root_busy == 0 && mult_busy == 0 && 
    (root_result != 0 && b!=0 || root_result == 0 && b==0 ) && 
    (mult_result != 0 && a!= 0 || mult_result == 0 && a== 0);
    always @(posedge clk_i) begin
        if(rst_i) begin
            state <= IDLE;
            res <= 0;
        end else begin
            case(state)
                IDLE:
                    if(start_i) begin
                        part_result <= 0;
                        a <= a_bi;
                        b <= b_bi;
                        state <= WORK;
                        start_mult <= 1;
                        start_root <= 1;
                    end
                WORK:
                    begin
                        if(done) begin
                            state <= IDLE;
                            res <= mult_result + root_result;
                        end 
                    end      
            endcase
        end
    end
    always @(root_busy) begin
        if(root_busy == 1) start_root <= 0;
    end
    always @(mult_busy) begin
        if(mult_busy == 1) start_mult <= 0;
    end
endmodule
==> flow/run.sh <==
#!/bin/bash
# OpenROAD 26Q1-2900-gdf79404cd8, Yosys 0.63+post, stock flow scripts
make -C /OpenROAD-flow-scripts/flow DESIGN_CONFIG=/design/flow/config.mk WORK_HOME=/design/flow/orfs finish
==> flow/config.mk <==
export PLATFORM = sky130hd
export DESIGN_NAME = y_function
export DESIGN_NICKNAME = y_function
export VERILOG_FILES = /design/flow/design.v
export SDC_FILE = /design/flow/constraint.sdc
export NUM_CORES = 4
export LEC_CHECK = 1
export CORE_AREA = 10 10 95 95
export DIE_AREA = 0 0 105 105
==> flow/constraint.sdc <==
current_design y_function

set clk_period 3.3
set clk_io_pct 0.2

create_clock -name clk0 -period $clk_period [get_ports {clk_i}]

set non_clock_inputs [all_inputs -no_clocks]
set_input_delay [expr $clk_period * $clk_io_pct] -clock clk0 $non_clock_inputs
set_output_delay [expr $clk_period * $clk_io_pct] -clock clk0 [all_outputs]
==> flow_metrics.env <==
# implementation run metrics
export IMPL_outcome="complete, no violations"
export IMPL_edf_count=16
export IMPL_synth_yosys_seq_area_share_pct=68.5
export IMPL_avgRoutedWirePerCell_um=9.44
export IMPL_worst_ir_drop_vdd_mv=0.116
export IMPL_flow_area_growth_from_synthesis_pct=34.7
export IMPL_post_cts_buffers=0
export IMPL_remaining_routing_drc_violations=0
export IMPL_worstPathCellList="clkdlybuf4s50_1"
export IMPL_clock_fmax_mhz=557
export IMPL_die_y_um=105
export IMPL_p_per_area_nw_per_um2=427
export IMPL_syn_avg_cell_area_um2=15.1
export IMPL_combGateArea_um2=218
export IMPL_finalMaxSlewViolations=0
export IMPL_finalCritPeriodShare_pct=54.4
export IMPL_critPathRequiredTime_ps=2640
export IMPL_fin_tns_setup_ps=0
export IMPL_detail_route_vias_per_cell=2.52
export IMPL_rsz0062_at_grt="no"
export IMPL_clock_sinks=22
export IMPL_worst_path_largest_cell_delay_ps=490
export IMPL_layout_drive_gt1_share_pct=9.88
export IMPL_grt_util_all_layers_pct=3.09
export IMPL_detailroute_via_count=446
export IMPL_gp_routability_congestion=0.696
export IMPL_detailedRoute_firstPassIterationCount=2
export IMPL_post_synth_instance_area_um2=877
export IMPL_grt_antenna_before_repair=0
export IMPL_placement_io_buffers=19
export IMPL_setup_worst_path_start_class="register"
export IMPL_grt_max_degree=17
export IMPL_worst_setup_path_type="reg2out"
export IMPL_ant_nets=0
export IMPL_regArea_um2=601
export IMPL_clk_insertion_delay_late_ps=250
export IMPL_yosys_most_used_dff="sky130_fd_sc_hd__edfxtp_1"
export IMPL_hold_buffers=0
export IMPL_crit_buf_inv=1
export IMPL_grt_pass1_vias=540
export IMPL_slowest_stage="sky130_fd_sc_hd__clkdlybuf4s50_1"
export IMPL_synth_async_reset_ratio_pct=0
export IMPL_cts_made_buffers=3
export IMPL_cts_path_max_buffers=2
export IMPL_floorplan_rows=30
export IMPL_grt_overflow_total=0
export IMPL_ys_ff=22
export IMPL_end_kind="primary output"
export IMPL_final_hold_viol_count=0
export IMPL_fp_utilization_pct=12.7
export IMPL_hpwl_um=1430
export IMPL_post_cts_resized_instances=0
export IMPL_io_pin_count=36
export IMPL_cell_type_count=16
export IMPL_leakage_nw=0.402
export IMPL_fp_dieW_um=105
export IMPL_ys_cells=58
export IMPL_fillers=782
export IMPL_layout_min_cycle_time_ps=1790
export IMPL_openroad_warnings=25
export IMPL_worstHoldPathType="reg2reg"
export IMPL_antennaDiodeCount=0
export IMPL_floorplan_die_area_um2=11000
export IMPL_ctsRootBufferMaster="sky130_fd_sc_hd__clkbuf_8"
export IMPL_worst_path_dominant_cell_family="buffers and inverters"
export IMPL_synth_chip_area_um2=877
export IMPL_clock_tree_from_tritoncts="yes"
export IMPL_finalClockSkew_ps=0.486
export IMPL_core_area_um2=6910
export IMPL_total_power_mw=0.504
export IMPL_cp_arrival_ps=1130
export IMPL_worst_setup_hold_path_clk_slew_ps=70
export IMPL_global_route_wire_length_before_repair_um=2730
export IMPL_max_cap_viol_count=0
export IMPL_synthCells=58
export IMPL_timing_critical_path_fanout_max=4
export IMPL_drt_first_iter_violations=9
export IMPL_wirelength_um=1670
export IMPL_yosysWarningCount=7
export IMPL_h_tree_depth=1
export IMPL_final_setup_viol_count=0
[cell usage in the layout, fill, tap and decap left out, drive strengths merged]
cell           instances
clkbuf                 4
or2                    1
nor2                   4
clkdlybuf4s50         19
edfxtp                16
xnor2                  1
buf                    1
a211oi                 1
nor3                   1
nor3b                  2
mux2i                  2
and4                   1
dfxtp                  6
nor4b                  2
conb                  16
ha                     2
nor4                   2
[synthesized netlist by cell type, types with 2 or more instances]
cell type                  number  area share [%]
sky130_fd_sc_hd__nor4_1         2             1.4
sky130_fd_sc_hd__mux2i_1        2             2.3
sky130_fd_sc_hd__dfxtp_1        6              14
sky130_fd_sc_hd__edfxtp_1      16              55
sky130_fd_sc_hd__nor2_1         4             1.7
sky130_fd_sc_hd__ha_1           2             2.9
sky130_fd_sc_hd__nor3b_1        2             1.7
sky130_fd_sc_hd__buf_4         16              14
[layout make-up]
cell class,count,area share [%]
clock buffers,4,3.81
flip-flops and latches,22,50.8
well taps,96,10.2
repair buffers,20,16.7
multi-input cells,35,18.4
[worst register-to-register path: stages (launching register included)]
cell and delay [ps]:
sky130_fd_sc_hd__edfxtp_1 380, sky130_fd_sc_hd__nor4_1 340, sky130_fd_sc_hd__and4_1 260, sky130_fd_sc_hd__a211oi_2 70
[flip-flops by register name, indices dropped and copies added (netlist names)]
signal       flops
root0.state      1
mult0.ctr        3
mult0.state      1
state            1
b                8
a                8
[kinds of logic (layout without fill, tap and decap cells)]
group	Yosys count	in the layout	synth area share, %
XOR/XNOR	1	1	0.999
adder cells (fa/ha/maj)	2	2	2.85
AND/OR/NAND/NOR	13	13	9.84
buffers and inverters	16	24	13.7
multiplexers	2	2	2.28
AND-OR/OR-AND	1	1	1.43
other	1	16	0.428
flip-flops	22	22	68.5
[path summary, 6_finish.rpt]
path                                  endpoint  cells after the start            from  slack (ps)
worst min register to register  root0.state[0]                      1  root0.state[0]         440
worst max-delay path                    busy_o                      1           state        1510
worst max register to register           state                      3            a[3]        2140
worst min-delay path            root0.state[0]                      1  root0.state[0]         440
[metrics by stage]
stage	utilization, %	hold slack (ps)	area, um^2	setup WS (ps)	std cells
after CTS	17.1	445	1180	1480	177
after global placement	16.4	430	1140	1320	173
after floorplan	-	408	933	988	73
final	17.1	437	1180	1510	177
after global routing	17.1	474	1180	1440	177
after detailed placement	16.4	427	1140	1290	173
[where the power goes]
part           leakage (nW)  internal (mW)  switching, mW
registers             0.197          0.306        0.00295
logic                 0.183         0.0228         0.0103
clock network        0.0228         0.0857         0.0763
total                 0.402          0.414         0.0896
[metal layers]
| metal | track usage [%] | share of wire (%) |
|---|---|---|
| met3 | 2.11 | 13 |
| met1 | 3.96 | 46 |
| met5 | 0 | 0 |
| met4 | 0.588 | 1.7 |
| met2 | 4.23 | 39 |
Power and IR drop assume default switching activity.
